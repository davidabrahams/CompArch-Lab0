File: /design/flow/config.mk
export PLATFORM = sky130hd
export DESIGN_NAME = lab0_wrapper
export DESIGN_NICKNAME = lab0_wrapper
export VERILOG_FILES = /design/flow/design.v
export SDC_FILE = /design/flow/constraint.sdc
export NUM_CORES = 4
export LEC_CHECK = 1
export CORE_AREA = 10 10 70 70
export DIE_AREA = 0 0 80 80
File: /design/flow/constraint.sdc
current_design lab0_wrapper

set clk_period 2.2
set clk_io_pct 0.2

create_clock -name clk0 -period $clk_period [get_ports {clk}]

set non_clock_inputs [all_inputs -no_clocks]
set_input_delay [expr $clk_period * $clk_io_pct] -clock clk0 $non_clock_inputs
set_output_delay [expr $clk_period * $clk_io_pct] -clock clk0 [all_outputs]
File: /design/flow/design.v
module FullAdder4bit
(
    output[3:0] sum,   
    output carryout,   
    output overflow,   
    input[3:0] a,      
    input[3:0] b       
);
    wire carry0, carry1, carry2;  
    wire AxnB, BxS;  
    structuralFullAdder adder0 (sum[0], carry0, a[0], b[0], 1'b0);  
    structuralFullAdder adder1 (sum[1], carry1, a[1], b[1], carry0);
    structuralFullAdder adder2 (sum[2], carry2, a[2], b[2], carry1);
    structuralFullAdder adder3 (sum[3], carryout, a[3], b[3], carry2);
    xnor #50 Xnor (AxnB, a[3], b[3]);  
    xor #50 Xor (BxS, b[3], sum[3]);
    and #50 And (overflow, AxnB, BxS);
endmodule
module structuralFullAdder(out, carryout, a, b, carryin);
    output out, carryout;  
    input a, b, carryin;
    wire AxorB, fullAnd, AandB;
    xor #50 AxB (AxorB, a, b);  
    and #50 ABand (AandB, a, b);
    and #50 Alland (fullAnd, carryin, AxorB);
    xor #50 Sout (out, AxorB, carryin);  
    xor #50 Cout (carryout, AandB, fullAnd);
endmodule
module testFullAdder4bit;
    reg[3:0] a, b;
    wire[3:0] sum;
    wire carryout, overflow;
    FullAdder4bit fadder4 (sum, carryout, overflow, a, b);
    initial begin
        $dumpfile("4badder.vcd");  
        $dumpvars(0, testFullAdder4bit);
        $display("No Carryout, No Overflow cases");
        $display("A     B    |  Sum Cout O  | Expected");  
        a=4'b0000; b=4'b0000; #1000
        $display("%b  %b |  %b  %b  %b  | 0000  0  0", a, b, sum, carryout, overflow);
        a=4'b0001; b=4'b0001; #1000
        $display("%b  %b |  %b  %b  %b  | 0010  0  0", a, b, sum, carryout, overflow);
        a=4'b1110; b=4'b0001; #1000
        $display("%b  %b |  %b  %b  %b  | 1111  0  0", a, b, sum, carryout, overflow);
        a=4'b1001; b=4'b0100; #1000
        $display("%b  %b |  %b  %b  %b  | 1101  0  0", a, b, sum, carryout, overflow);
        $display("Carryout, No Overflow cases");
        $display("A     B    |  Sum Cout O  | Expected");  
        a=4'b0110; b=4'b1101; #1000
        $display("%b  %b |  %b  %b  %b  | 0011  1  0", a, b, sum, carryout, overflow);
        a=4'b1111; b=4'b1001; #1000
        $display("%b  %b |  %b  %b  %b  | 1000  1  0", a, b, sum, carryout, overflow);
        a=4'b1100; b=4'b1101; #1000
        $display("%b  %b |  %b  %b  %b  | 1001  1  0", a, b, sum, carryout, overflow);
        a=4'b1111; b=4'b1111; #1000
        $display("%b  %b |  %b  %b  %b  | 1110  1  0", a, b, sum, carryout, overflow);
        $display("No Carryout, Overflow cases");
        $display("A     B    |  Sum Cout O  | Expected");  
        a=4'b0101; b=4'b0110; #1000
        $display("%b  %b |  %b  %b  %b  | 1011  0  1", a, b, sum, carryout, overflow);
        a=4'b0111; b=4'b0011; #1000
        $display("%b  %b |  %b  %b  %b  | 1010  0  1", a, b, sum, carryout, overflow);
        a=4'b0001; b=4'b0111; #1000
        $display("%b  %b |  %b  %b  %b  | 1000  0  1", a, b, sum, carryout, overflow);
        a=4'b0111; b=4'b0010; #1000
        $display("%b  %b |  %b  %b  %b  | 1001  0  1", a, b, sum, carryout, overflow);
        $display("Carryout, Overflow cases");
        $display("A     B    |  Sum Cout O  | Expected");  
        a=4'b1110; b=4'b1001; #1000
        $display("%b  %b |  %b  %b  %b  | 0111  1  1", a, b, sum, carryout, overflow);
        a=4'b1000; b=4'b1101; #1000
        $display("%b  %b |  %b  %b  %b  | 0101  1  1", a, b, sum, carryout, overflow);
        a=4'b1011; b=4'b1010; #1000
        $display("%b  %b |  %b  %b  %b  | 0101  1  1", a, b, sum, carryout, overflow);
        a=4'b1001; b=4'b1001; #1000
        $display("%b  %b |  %b  %b  %b  | 0010  1  1", a, b, sum, carryout, overflow);
    end
endmodule
`timescale 1ns / 1ps
module dff #( parameter W = 1 )
(
    input trigger,
    input enable,
    input      [W-1:0] d,
    output reg [W-1:0] q
);
    always @(posedge trigger) begin
        if(enable) begin
            q <= d;
        end
    end
endmodule
module jkff1
(
    input trigger,
    input j,
    input k,
    output reg q
);
    always @(posedge trigger) begin
        if(j && ~k) begin
            q <= 1'b1;
        end
        else if(k && ~j) begin
            q <= 1'b0;
        end
        else if(k && j) begin
            q <= ~q;
        end
    end
endmodule
module mux2 #( parameter W = 1 )
(
    input[W-1:0]    in0,
    input[W-1:0]    in1,
    input           sel,
    output[W-1:0]   out
);
    assign out = (sel) ? in1 : in0;
endmodule
module lab0_wrapper
(
    input        clk,
    input  [3:0] sw,
    input  [3:0] btn,
    output [3:0] led
);
    wire[3:0] opA, opB;        
    wire[3:0] res0, res1;      
    wire res_sel;              
    wire cout;                 
    wire ovf;                  
    dff #(4) opA_mem(.trigger(clk), .enable(btn[0]), .d(sw), .q(opA));
    dff #(4) opB_mem(.trigger(clk), .enable(btn[1]), .d(sw), .q(opB));
    jkff1 src_sel(.trigger(clk), .j(btn[3]), .k(btn[2]), .q(res_sel));
    mux2 #(4) output_select(.in0(res0), .in1(res1), .sel(res_sel), .out(led));
    FullAdder4bit adder(.sum(res0), .carryout(cout), .overflow(ovf), .a(opA), .b(opB));
    assign res1[0] = cout;
    assign res1[1] = ovf;
    assign res1[2] = 1'b0;
    assign res1[3] = 1'b0;
endmodule
File: /design/flow/run.sh
#!/bin/bash
# OpenROAD 26Q1-2900-gdf79404cd8, Yosys 0.63+post, stock flow scripts
make -C /OpenROAD-flow-scripts/flow DESIGN_CONFIG=/design/flow/config.mk WORK_HOME=/design/flow/orfs finish
==> results.json <==
{
  "rows": 21,
  "crit_arrival_ns": 2.34,
  "die_w_um": 80,
  "final_common_cell": "clkdlybuf4s50_1",
  "slew_headroom": 0.851,
  "post_synth.cell_area_avg_um2": 15.4,
  "fin_area_um2": 637,
  "rsz0062_at_grt": "true",
  "finalCriticalPeriod_ns": 2.78,
  "pwr-share-seq": 0.496,
  "postSynthCellCount": 28,
  "power.density_nw_per_um2": 665,
  "ys_area_um2": 430,
  "r2r_cells": 1,
  "hold_violations": 0,
  "layout_top_cells": "9 x clkdlybuf4s50_1, 8 x edfxtp_1, 5 x inv_1",
  "switching_share": 0.220,
  "wl_um": 740,
  "cts_buffer_depth": 2,
  "ant_nets": 0,
  "drive_gt1_frac": 0.333,
  "min-delay-start": "src_sel.q",
  "fin_crit_sh": 1.26,
  "grt_pass1_wl_um": 1120,
  "cp-start-kind": "register",
  "grt_usage": 0.0221,
  "vias": 255,
  "slew_viol_final": 0,
  "cts_tree": "yes",
  "drt_first_pass_iters": 4,
  "dieArea_um2": 6400,
  "diodes": 0,
  "synth.distinct_cells": 12,
  "ir_drop_mv": 0.269,
  "root_buffer": "clkbuf_4",
  "grt_overflow": 0,
  "hold_path.class": "reg2reg",
  "setup_violations": 4,
  "htreeDepth": 1,
  "endpoint_kind": "output port",
  "post_cts_buffers": 0,
  "first_global_vias": 289,
  "cts_sinks": 9,
  "status": "finished with violations",
  "rr_endpoint": "src_sel.q",
  "warnings": 29,
  "detail_route.wl_per_cell_um": 8.13,
  "grt_max_degree": 7,
  "fp.dieH_um": 80,
  "area_delta_synth_final_pct": 48.0,
  "io_buffer_count": 12,
  "tightestPinTransition_ns": 0.223,
  "fmax_ghz": 0.360,
  "pwr-share-clk": 0.289,
  "ys_ff": 9,
  "syn_area_um2": 430,
  "drc": 0,
  "cp_max_fo": 2,
  "numCtsBuffers": 3,
  "dp_hpwl_um": 640,
  "worst_slack_ns": -0.576,
  "min_path_cells": 1,
  "initCoreUtil": 0.126,
  "ff2ff_setup_slack_ns": 1.50,
  "hold_path_end": "src_sel.q",
  "core_area_um2": 3420,
  "switchingPower_mw": 0.0930,
  "antenna_found_initial": 0,
  "drt_iter0_markers": 2,
  "place_congestion": 0.679,
  "ys_cells": 28,
  "combPwrFrac": 0.216,
  "clkLatencyLatePin_ns": 0.25,
  "drv_cap": 0,
  "leakage_nw": 0.248,
  "ys_seq_share": 0.605,
  "yosys_warnings": 2,
  "path_class": "reg2out",
  "clk_pin_slew_ns": 0.06,
  "place_area_um2": 621,
  "vias_per_cell": 2.80,
  "utilization": 0.186,
  "p_int_mw": 0.330,
  "finClkSkew_ns": 0,
  "io_pins": 13,
  "timing.rr.start": "src_sel.q",
  "crit_required_ns": 1.76,
  "violations": "negative setup slack"
}
[cell type report]
| cell class | instances | area [µm²] |
|---|---|---|
| sequential | 9 | 260 |
| clock buffer | 4 | 26.3 |
| multi-input combinational | 12 | 154 |
| fill | 392 | 2780 |
| tap | 46 | 57.6 |
| timing repair buffer | 13 | 113 |
| inverter | 7 | 26.3 |
[worst max path at each step]
stage / start / to / slack (ns) / cells past startpoint
4_1_cts: opA_mem.q[0] / led[1] / -0.63 / 9
5_1_grt: opA_mem.q[0] / led[1] / -0.68 / 9
6_report: opA_mem.q[0] / led[1] / -0.58 / 9
[worst max-delay path: stages, from the launching register on]
cell and delay (ns):
edfxtp_1 0.33, ha_2 0.17, inv_2 0.04, fa_2 0.33, fa_2 0.34, inv_2 0.07
fa_2 0.44, xnor2_1 0.16, o22ai_1 0.07, buf_2 0.13
[routing by layer]
layer  track usage  part of all wire  routed length (µm)  vias to the layer above
met5             0                 0                   0                        -
met3        0.0170             0.085                  63                        2
li1              -                 -                   -                      126
met4       0.00880             0.012                   9                        0
met1        0.0299              0.51                 381                      112
met2        0.0249              0.39                 285                       15
[registers in the layout, indices dropped and copies added, names as in the netlist]
| signal | cells |
|---|---|
| opA_mem.q | 4 |
| opB_mem.q | 4 |
| src_sel.q | 1 |
[through the flow]
stage | cells | TNS, ns | power [mW] | setup WS [ns] | hold slack, ns
floorplan | 28 | -0.0959 | 0.256 | -0.0681 | 0.514
global placement | 87 | -1.62 | 0.316 | -0.650 | 0.551
detailed placement | 87 | -1.77 | 0.319 | -0.691 | 0.549
CTS | 91 | -2.14 | 0.436 | -0.632 | 0.557
global route | 91 | -2.11 | 0.455 | -0.684 | 0.592
finish | 91 | -1.68 | 0.423 | -0.576 | 0.548
[synth_stat cells]
master / n / share of area
mux2_4: 1 / 0.035
dfxtp_1: 1 / 0.047
and2b_2: 1 / 0.020
ha_1: 2 / 0.058
mux2i_1: 1 / 0.023
nor2_1: 1 / 0.0087
fa_1: 3 / 0.14
edfxtp_1: 8 / 0.56
inv_1: 7 / 0.061
xnor2_1: 1 / 0.020
o22ai_1: 1 / 0.015
nand2b_1: 1 / 0.015
[power by group through the flow]
stage	combinational, mW	clock, mW	sequential, mW
6_report	0.0913	0.122	0.210
5_1_grt	0.107	0.136	0.212
4_1_cts	0.0960	0.129	0.210
[logic make-up (layout without fill, tap and decap cells)]
group,after synthesis,in the layout,share of synthesized area
buffers and inverters,7,24,0.0611
AND-OR/OR-AND,1,1,0.0145
flip-flops,9,9,0.605
adder cells (fa/ha/maj),5,5,0.198
multiplexers,2,2,0.0581
XOR/XNOR,1,1,0.0204
AND/OR/NAND/NOR,3,3,0.0436
[timing repair]
| item | in CTS | in global routing |
|---|---|---|
| pin swaps | 6 | 5 |
| hold buffers | 0 | 0 |
| setup endpoints to repair | 4 | 4 |
| resized | 9 | 3 |
| gates cloned | 0 | 0 |
Power and IR drop assume default switching activity.
